## flow/config.mk

```make
export PLATFORM = sky130hd
export DESIGN_NAME = led_blinker
export DESIGN_NICKNAME = led_blinker
export VERILOG_FILES = /design/flow/design.v
export SDC_FILE = /design/flow/constraint.sdc
export NUM_CORES = 4
export LEC_CHECK = 1
export CORE_UTILIZATION = 30
```

## flow/design.v

```verilog
`timescale 1ns / 1ps
module led_blinker(
    input  logic i_clk,       
    input  logic i_rst,       
    output logic o_led        
    );
    parameter CLK_LIMIT = 27'd99999999;
    logic [27:0] r_counter; 
    logic r_led_state; 
    always_ff @(posedge i_clk or posedge i_rst)
        begin
            if (i_rst) 
                begin
                    r_counter   <= 0;
                    r_led_state <= 1'b0;  
                end
            else 
                begin
                    if (r_counter == CLK_LIMIT)
                        begin
                            r_counter   <= 0;              
                            r_led_state <= ~r_led_state;   
                        end  
                    else
                        begin
                            r_counter   <= r_counter + 1;  
                        end
                end
        end
    assign o_led = r_led_state;
endmodule
```

## flow/constraint.sdc

```tcl
current_design led_blinker

set clk_period 4.4
set clk_io_pct 0.2

create_clock -name clk0 -period $clk_period [get_ports {i_clk}]

set non_clock_inputs [all_inputs -no_clocks]
set_input_delay [expr $clk_period * $clk_io_pct] -clock clk0 $non_clock_inputs
set_output_delay [expr $clk_period * $clk_io_pct] -clock clk0 [all_outputs]
```

## flow/run.sh

```bash
#!/bin/bash
# OpenROAD 26Q1-2900-gdf79404cd8, Yosys 0.63+post, stock flow scripts
make -C /OpenROAD-flow-scripts/flow DESIGN_CONFIG=/design/flow/config.mk WORK_HOME=/design/flow/orfs finish
```

==> out/qor.txt <==
vias after detailed routing - 1078
kind of start point of the critical path - flop
Port Buffers - 2
post-synth top area cell - dfrtp_1
Die H - 71.62 µm
Cell Type Count - 32
grt ovf - 0
Mean Syn Cell Area - 10.24 µm²
Iter 0 DRT Violations - 42
Clock Tree Root - clkbuf_8
VDD IR-drop max - 0.1356 mV
min setup slack post-route - 2.382 ns
setup TNS - 0 ns
hold path cells - 1
CP Capture Type - flop
Comb pwr share - 0.013
max-cap violation count - 0
final setup fails - 0
CTS max path bufs - 2
Num Clock Sinks - 29
Top cell excl fill/tap - dfrtp_1
area grow syn2layout - 9.553%
FF+latch count, synth - 29
Vias/cell - 5.417
Final Hold Fails - 0
Clock power frac - 0.437
worst hold path class - flop to flop
Routed Antenna Nets - 0
reg2reg end - r_counter[5]
final WL - 2.615 mm
clk_skew - 0.007175 ns
Horiz. Die Dim - 71.62 µm
CTS Hold Buffers Added - 0
RSZ-0062 raised after global routing - false
Cell Rows - 24
OpenROAD warning count - 25
Core Box Area - 4504 µm²
Routed WL per cell - 13.14 µm
post-synthesis cell area - 1454 µm²
cell area power density - 304.6 nW/µm²
fin crit period - 2.018 ns
share of cells above drive strength 1 - 0.09524
vias in the first global route - 1073
Seq pwr share - 0.550
Sequential Area - 725.7 µm²
Top cells by area - dfrtp_1, xor2_1, nand3_1, xnor2_1, a21oi_1
TritonCTS clock tree - built
initial antenna violation count - 0
H-tree depth - 2
Synthesis Warnings - 1
Slew Viols, Final - 0
reg2reg start - r_counter[0]
DIE AREA - 5129 µm²
Rel. slew slack - 0.5525
DR DRC count - 0
NetSw - 108.3 µW
Post-CTS Setup Repair Bufs - 0
reg2reg path depth - 5
dpl hpwl - 1.717 mm
diodes inserted - 0
Crit Path Category - flop to flop
Ports - 3
Pleak - 0.7303 nW
DP Worst Slack - 2.393 ns
first-pass GRT wire length - 4.836 mm
status - finished clean
Tot GR Track Use - 0.1205
Crit path arrival time - 2.14 ns
clock-pin slew on the worst setup and hold paths - 0.06 ns
Yosys chip area - 1454 µm²
Finished Core Util - 0.3536
hold endpoint - r_led_state
non-filler instance count after layout - 199
r2r setup slk - 2.38 ns
Num CTS Buffers - 5
Fin Hold WS - 0.4733 ns
crit-path max FO - 17
CP required - 4.52 ns
largest net degree at the start of global routing - 30
Latency at later pin - 0.28 ns
switch share - 0.2232
number of cells in Yosys stat - 142
post-synthesis cell count - 142
Slew @ Worst Pin - 0.6690 ns
sequential share of the synthesized area - 0.4991
Fmax - 495.4 MHz
P_int - 376.8 µW
Top Layout Cells - dfrtp_1, nand3_1, a21oi_1
Area leader share - 0.4991
Fill cells - 443
Starting Density - 0.3228
fin crit share - 0.4587
Placed Instances - 191
drt first pass iters - 4
GP Congestion - 0.8194
Worst Min Path Start - r_led_state
logic area - 673.1 µm²
CTS resizes - 0
-- cell usage after synthesis --
| cell | n |
|---|---|
| dfrtp_1 | 29 |
| nand3_1 | 12 |
| a21oi_1 | 10 |
| nand2_1 | 9 |
| xor2_1 | 9 |
| nor2_1 | 6 |
| o21ai_0 | 6 |
| xnor2_1 | 6 |
| nand4_1 | 5 |
| nor3_1 | 5 |
| o31ai_1 | 5 |
| or3_1 | 5 |
| or4_1 | 5 |
| and3_1 | 4 |
| inv_1 | 4 |
| and4_1 | 3 |
| and2_1 | 2 |
| buf_2 | 2 |
| buf_4 | 2 |
| and3_2 | 1 |
| and3_4 | 1 |
| and4_4 | 1 |
| buf_6 | 1 |
| clkbuf_1 | 1 |
| ha_1 | 1 |
| nand4_4 | 1 |
| nor2b_1 | 1 |
| nor3_4 | 1 |
| nor4_1 | 1 |
| nor4bb_1 | 1 |
| o21bai_1 | 1 |
| o221ai_1 | 1 |
-- area by class of cell --
| class | instances | area share |
|---|---|---|
| Sequential cell | 29 | 0.4556 |
| Multi-Input combinational cell | 103 | 0.4226 |
| Clock buffer | 5 | 0.04320 |
| Tap cell | 52 | 0.04085 |
| Timing Repair Buffer | 3 | 0.01728 |
| Clock inverter | 3 | 0.01100 |
| Inverter | 4 | 0.009427 |
-- flip-flops by register name, indices dropped and copies added (netlist names) --
signal / count
r_counter: 28
r_led_state: 1
-- critical path: stages (launching register included) --
cell and delay [ns]:
dfrtp_1 0.41, ha_1 0.23, and3_2 0.24, nand3_1 0.16, nor3_4 0.60, o221ai_1 0.22
-- metrics by stage --
step	power, mW	cell area [µm²]
6_report	0.4852	1593
3_3_place_gp	0.2784	1506
3_5_place_dp	0.2785	1506
2_1_floorplan	0.2755	1454
5_1_grt	0.5026	1593
4_1_cts	0.4910	1593
-- per-layer routing --
metal | part of all wire | global-route usage | vias to the layer above
li1 | - | - | 528
met1 | 0.50 | 0.1858 | 524
met2 | 0.43 | 0.1792 | 21
met3 | 0.050 | 0.03281 | 5
met4 | 0.019 | 0.02179 | 0
met5 | 0 | 0 | -
-- cell families (layout without fill, tap and decap cells) --
group | count (synthesis) | in the layout | synth area share
AND-OR/OR-AND | 23 | 23 | 0.09209
XOR/XNOR | 15 | 15 | 0.09036
adder cells (fa/ha/maj) | 1 | 1 | 0.008604
buffers and inverters | 10 | 15 | 0.03786
flip-flops | 29 | 29 | 0.4991
AND/OR/NAND/NOR | 64 | 64 | 0.2720
-- power groups by stage --
stage | logic [mW] | registers, mW | clock network (mW)
6_report | 0.00644 | 0.267 | 0.212
4_1_cts | 0.00696 | 0.267 | 0.217
5_1_grt | 0.00798 | 0.266 | 0.228
-- how the worst max path moves through the flow --
| stage | startpoint | end | slack [ns] | cells past startpoint |
|---|---|---|---|---|
| after CTS | r_counter[0] | r_counter[5] | 2.38 | 5 |
| after global routing | r_counter[0] | r_counter[5] | 2.20 | 5 |
| final | r_counter[0] | r_counter[5] | 2.38 | 5 |
Power and IR drop assume default switching activity.
