[/design/flow/config.mk]
export PLATFORM = sky130hd
export DESIGN_NAME = button_debouncer
export DESIGN_NICKNAME = button_debouncer
export VERILOG_FILES = /design/flow/design.v
export SDC_FILE = /design/flow/constraint.sdc
export NUM_CORES = 4
export LEC_CHECK = 1
export CORE_AREA = 10 10 99 99
export DIE_AREA = 0 0 109 109
[/design/flow/constraint.sdc]
current_design button_debouncer

set clk_period 2.5
set clk_io_pct 0.2

create_clock -name clk0 -period $clk_period [get_ports {i_clk}]

set non_clock_inputs [all_inputs -no_clocks]
set_input_delay [expr $clk_period * $clk_io_pct] -clock clk0 $non_clock_inputs
set_output_delay [expr $clk_period * $clk_io_pct] -clock clk0 [all_outputs]
[/design/flow/design.v]
`timescale 1ns / 1ps
module button_debouncer( 
    input  logic i_clk,        
    input  logic i_rst,        
    input  logic i_btn,        
    output logic o_debounced,  
    output logic o_pulse       
    );
    parameter DEBOUNCE_LIMIT = 20'd1000000;
    logic r_btn_sync_0;
    logic r_btn_sync_1;
    logic [19:0] r_counter;       
    logic        r_stable_state;  
    logic r_stable_prev;  
    always_ff @(posedge i_clk or posedge i_rst)
    begin
        if (i_rst)
        begin
            r_btn_sync_0 <= 1'b0;  
            r_btn_sync_1 <= 1'b0;
        end
        else
        begin 
            r_btn_sync_0 <= i_btn;         
            r_btn_sync_1 <= r_btn_sync_0;  
        end 
    end 
    always_ff @(posedge i_clk or posedge i_rst)
    begin
        if (i_rst)
        begin
            r_counter      <= 0;
            r_stable_state <= 1'b0;
        end
        else
        begin
            if(r_btn_sync_1 != r_stable_state)
            begin
                if (r_counter < DEBOUNCE_LIMIT)
                begin
                    r_counter <= r_counter + 1;  
                end   
                else
                begin
                    r_stable_state <= r_btn_sync_1;  
                    r_counter      <= 0;             
                end 
            end
            else
            begin 
                r_counter <= 0;
            end
        end     
    end
    always_ff @(posedge i_clk or posedge i_rst)
    begin
        if(i_rst)
        begin
            r_stable_prev <= 1'b0;
        end
        else
        begin 
            r_stable_prev <= r_stable_state; 
        end 
    end       
    assign o_debounced = r_stable_state;
    assign o_pulse = (r_stable_state == 1) && (r_stable_prev == 0);
endmodule
[/design/flow/run.sh]
#!/bin/bash
# OpenROAD 26Q1-2900-gdf79404cd8, Yosys 0.63+post, stock flow scripts
make -C /OpenROAD-flow-scripts/flow DESIGN_CONFIG=/design/flow/config.mk WORK_HOME=/design/flow/orfs finish
==> Slide: Implementation Results <==
Implementation Results

Timing
  – Actual slew at the worst max-slew pin: 0.363 ns
  – Final number of max-transition violations: 0
  – Fmax: 539 MHz
  – Max transition margin: 75.6%
  – Setup violations, final: 0
  – Sum of negative setup slack: 0 ns
  – Count of final hold-check violations: 0
  – Final worst path period need: 1.86 ns
  – RSZ-0062 raised after global routing: no
  – Final hold slack: 0.352 ns
  – Clk_skew: 0.00372 ns
  – Fin crit share: 74.2%

Yosys
  – Synth Instances: 114
  – Register area share after synthesis: 53.3%
  – Seq cells post-synth: 24
  – Post-synth ARST share: 100%
  – Yosys Chip Area: 1130 sq um
  – Yosys top cell area share: 53.3%
  – Mapped Area: 1130 sq um
  – Post-synth top cells: dfrtp_1, nor2_1, xnor2_1, inv_1, nand3_1
  – Synth warn: 1
  – Yosys top cell by area: dfrtp_1
  – # Cells Yosys: 114
  – Most frequent cell after synthesis: dfrtp_1
  – Top cells by area: dfrtp_1, xnor2_1, nor2_1, nand3_1, nor4_1
  – Unique cell types: 25
  – Count of library flops with an enable pin: 0
  – Dominant Register Cell: dfrtp_1
  – Syn_area_per_cell: 9.88 sq um

Drt
  – N_diodes: 0
  – # DRC: 0
  – Detailed Routing Iterations Pass 1: 4
  – DRT iter0 DRCs: 36
  – Post-DRT Antenna Nets: 0
  – Via count: 785
  – Final WL: 1960 microns
  – DR vias/cell: 3.54
  – Per-cell routed wire length: 8.81 microns

CTS
  – Clk Latency, worst-skew pair: 0.26 ns
  – Reg clk slew, reported paths: 0.08 ns
  – Clk root buf: clkbuf_8
  – Clock buffer depth: 2
  – CTS buffer count: 3
  – CTS Sinks: 24
  – Htree depth: 1
  – CTS tree: done
  – Setup Buffers After CTS: 0
  – Hold_buf cts: 0
  – Post_cts resized: 0

GRT
  – Antenna violations before repair: 0
  – First-pass GRT wire length: 3450 microns
  – Largest net degree at the start of global routing: 21
  – Vias in the first global route: 767
  – All-layer global routing usage: 3.40%
  – GRT Residual Overflow: 0

Floorplan
  – Rows: 32
  – IO Pins: 5
  – DIE AREA: 11900 sq um
  – Fp_density: 14.6%
  – Die H: 109 microns
  – Core region area: 7730 sq um
  – Chip Width: 109 microns

Worst setup path
  – Reg2reg setup slack: 0.64 ns
  – CP Class: flop to flop
  – Crit path DRT: 2.69 ns
  – Max Fanout on Critical Path: 5
  – WP data arrival: 2.04 ns
  – CP endpoint kind: flop
  – Startpoint type of the worst setup path: flop

Job
  – MaxCap Viol Count: 0
  – Tool warnings: 25

Placement
  – Port bufs: 4
  – DP HPWL: 1390 microns
  – Gpl congestion: 0.784

Pwr
  – Worst VDD drop: 144 uV
  – Leak: 0.504 nW
  – Power Total: 0.000644 W
  – PD cells: 482 nW/um^2

Final layout
  – Area growth, synth to finish: 18.8%
  – Share of post-route cells with drive strength above 1: 7.50%
  – Layout Utilization: 17.3%

Min path
  – Min-delay worst type: flop to flop

Run status
  – Status: complete, no violations
sequential cells by signal (all words and copies together), names as in the netlist:
register,cells
r_btn_sync_0,1
r_btn_sync_1,1
r_stable_prev,1
r_stable_state,1
r_counter,20
where the power goes:
| group | total, W | internal, W | switching [W] |
|---|---|---|---|
| logic | 0.0000262 | 0.00000919 | 0.0000170 |
| registers | 0.000398 | 0.000393 | 0.00000478 |
| clock network | 0.000220 | 0.000107 | 0.000112 |
cell type report:
| type | count | area, sq um |
|---|---|---|
| clock buffers | 3 | 41.3 |
| flip-flops and latches | 24 | 601 |
| inverters | 8 | 30.0 |
| repair buffers | 6 | 55.1 |
| fillers | 842 | 6390 |
| well taps | 102 | 128 |
| multi-input cells | 79 | 483 |
stage by stage:
step                      instances  area [sq um]  setup slack, ns
final                           222          1340            0.644
after global routing            222          1340            0.542
after CTS                       222          1340            0.655
after detailed placement        219          1300            0.689
after global placement          219          1300            0.747
after floorplan                 114          1130            0.833
worst max-delay path: stages (launching register included):
cell and delay, ns:
dfrtp_1 0.39, ha_1 0.25, nand3_1 0.17, or2_0 0.33
or4_1 0.49, a21oi_1 0.15
routing by layer:
layer / up-vias / part of all wire [%] / track usage, % / wire length [microns]
li1: 398 / - / - / -
met1: 379 / 53 / 4.83 / 1030
met2: 6 / 43 / 5.23 / 834
met3: 2 / 2.9 / 0.836 / 56
met4: 0 / 1.8 / 0.565 / 36
met5: - / 0 / 0 / 0
worst paths after layout:
check / from / endpoint / cells after the start
min: r_btn_sync_0 / r_btn_sync_1 / 0
max reg2reg: r_counter[0] / r_counter[18] / 5
max: r_counter[0] / r_counter[18] / 5
min reg2reg: r_btn_sync_0 / r_btn_sync_1 / 0
max in group asynchronous: i_rst / r_counter[8] / 3
min in group asynchronous: i_rst / r_btn_sync_1 / 2
cell usage in the layout (no fill, tap or decap):
master and count:
a21oi_1 4, a311oi_1 1, buf_4 2, clkbuf_8 3, clkdlybuf4s50_1 4, dfrtp_1 24, ha_1 1, inv_1 8
mux2_2 1, nand2_1 6, nand2b_1 1, nand3_1 7, nand4_1 1, nand4_2 2, nor2_1 19, nor2b_1 1
nor3_1 3, nor4_1 5, o21ai_0 2, o31ai_1 3, or2_0 1, or3_1 3, or3_2 1, or4_1 2
xnor2_1 12, xor2_1 3
cell families (layout without fill, tap and decap cells):
kind of cell	Yosys count	after routing	synth area share (%)
buffers and inverters	11	17	3.78
adder cells (fa/ha/maj)	1	1	1.11
flip-flops	24	24	53.3
multiplexers	1	1	1.00
AND-OR/OR-AND	10	10	5.44
XOR/XNOR	15	15	11.7
AND/OR/NAND/NOR	52	52	23.7
Power and IR drop assume default switching activity.
